$ cat design/flow/run.sh
#!/bin/bash
# OpenROAD 26Q1-2900-gdf79404cd8, Yosys 0.63+post, stock flow scripts
make -C /OpenROAD-flow-scripts/flow DESIGN_CONFIG=/design/flow/config.mk WORK_HOME=/design/flow/orfs finish
$ cat design/flow/config.mk
export PLATFORM = sky130hd
export DESIGN_NAME = Sieve
export DESIGN_NICKNAME = Sieve
export VERILOG_FILES = /design/flow/design.v
export SDC_FILE = /design/flow/constraint.sdc
export NUM_CORES = 4
export LEC_CHECK = 1
export CORE_UTILIZATION = 50
export SYNTH_HDL_FRONTEND = slang
$ cat design/flow/constraint.sdc
current_design Sieve

set clk_period 17.5
set clk_io_pct 0.2

create_clock -name clk0 -period $clk_period [get_ports {clk}]

set non_clock_inputs [all_inputs -no_clocks]
set_input_delay [expr $clk_period * $clk_io_pct] -clock clk0 $non_clock_inputs
set_output_delay [expr $clk_period * $clk_io_pct] -clock clk0 [all_outputs]
$ cat design/flow/design.v
`timescale 1ns / 1ps
module Sieve(input clk, output reg [8:0] primeNumber, output reg loop
    );
	reg [255:0] nextNumberArray;
	reg [255:0] numberArray;
	reg [9:0] nextIndex;
	reg [9:0] index;
	reg nextLoop;
	reg [8:0] nextPrimeNumber;
	initial begin
		nextNumberArray = 256'b0;
		nextNumberArray = ~nextNumberArray;
		numberArray = 256'b0;
		numberArray = ~numberArray;
		index = 10'd4;
		nextIndex = 10'd4;
		nextPrimeNumber = 9'd2;
		primeNumber = 9'd2;
		loop = 0;
		nextLoop = 0;
	end
	always @ (posedge clk) begin
		numberArray <= nextNumberArray;
		index <= nextIndex;
		primeNumber <= nextPrimeNumber;
		loop <= nextLoop;
	end
	always @ (*) begin
		if (index < 256) begin
			nextNumberArray[index] = 0;
			nextIndex = index + primeNumber;
			nextPrimeNumber = primeNumber;
			nextLoop = 0;
		end
		else begin
			nextNumberArray = numberArray;
			if (loop) begin
				if (numberArray[primeNumber] == 0) begin
					nextPrimeNumber = primeNumber + 1;
					nextLoop = 1;
					nextIndex = index;
				end
				else begin
					nextPrimeNumber = primeNumber;
					nextIndex = primeNumber + primeNumber;
					nextLoop = 0;
				end
			end
			else begin
				nextPrimeNumber = primeNumber + 1;
				nextLoop = 1;
				nextIndex = index;
			end
		end
	end
endmodule
==> reports/results.ini <==
[global_routing]
grt_pass1_vias=9970
grt_max_degree=204
overflow=0
antenna_found_initial=0
grt_pass1_wl_um=61700
grt_usage=0.267

[cts]
cts_resized=0
cts_setup_buffers=0
cts_hold_buffers=0
tritoncts=built
numCtsBuffers=31
clockRootBuffer=clkbuf_16
clockBufferDepth=3
clkTransAtPathRegs_ps=60
h-tree-depth=1
insertion_delay_ps=570

[run]
tool_warnings=28
cap_violations=0

[pwr]
seq_power_share=0.483
p_per_area_nw_per_um2=76.2
netSwitchingFraction=0.203
vdd_drop_max_mv=0.0928
p_leak_uw=0.00640
p_sw_uw=266
clkPwrFrac=0.517
combPwrFrac=0
p_int_uw=1050

[final_timing]
clock.fmax_mhz=187
setup_viol=0
unclocked_pins=256
period_needed_ps=5360
unconstrained_endpoints=512
skew_ps=12.5
hold_viol=0
slew_headroom=0.436
period_used_share=0.306
rsz0062_at_grt=false
tightest_slew_ps=846
setup-tns-final_ps=0
report.final.slew_viol_count=0

[synth]
edf_count=19
yosys_area_um2=15800
synth_cell_type_count=50
async_flop_share=0
ys.flops=532
synth_cells=1466
synth_area_um2=15800
ff_type=dfxtp_1
syn_avg_cell_area_um2=10.8
yosys_cells=1466
ys_warn_count=0

[detailed_routing]
avgRoutedWirePerCell_um=21.5
antenna_cells=0
num_vias=10100
antenna_left=0
viasPerCell=5.51
routed_wl_um=39600
firstDrtPassIters=21
drt-initial-drc-count=695
drc=0

[critical_path]
slowest_stage=clkdlybuf4s50_1
worstPathCellList=buf_4, clkdlybuf4s50_1
cp_max_fo=27
crit-reg2reg-launch=primeNumber[1]
critPathLaunchType=flip-flop
critPathCapture=primeNumber[1]
reg2reg_to=primeNumber[3]
cpPeakStageDelay_ps=550
reg2reg_slack_ps=13800
crit_path_end_kind=output pin
crit_start=primeNumber[1]
criticalPathCategory=flip-flop to output pin
r2r_cells=8
cp.arrival_ps=1860
crit_required_ps=14000

[finish]
n_fill_cell=2524
final_common_cell=o21ai_0
fin_util=0.559
fin_cells=1843
drive_gt1_frac=0.0898
layout_top_cells=o21ai_0, and2_1, dfxtp_1
area_growth_pct=8.93

[floorplanning]
rows=64
die_area_um2=32400
io_pins=11
initial_core_util=0.513
core_um2=30800
dieWidth_um=180
die_h_um=180

[placement]
dp_cells=1785
port_buffers=10
place.gp.congestion=0.895
dp_hpwl_um=22700

[status]
status=finished, final reports clean

[hold_path]
hp-class=flip-flop to flip-flop

-- critical path, delay by kind of cell, from the launching register on --
family                 cells  cell delay, ps
buffers and inverters      2             970
DFF                        1             320
-- synthesized netlist by cell type, drive strengths merged (3+ instances only) --
cell type	instances	area, µm²
o21ai	267	1340
and2	260	1630
dfxtp	257	5140
dlxtp	256	3840
clkbuf	101	379
nand2	53	199
mux4	51	1200
mux2i	30	300
edfxtp	19	571
a21oi	16	83.8
nand3	16	80.1
buf	15	128
nor2	13	48.8
a22oi	11	82.6
ha	11	138
nor2b	10	62.6
inv	9	33.8
xnor2	9	78.8
o221ai	7	61.3
o22ai	7	43.8
a21o	5	37.5
nor3	5	25.0
xor2	5	43.8
nand4	4	25.0
mux2	3	33.8
-- metal layers --
layer | global-route usage | wire length [µm] | vias to the layer above
met2 | 0.391 | 17700 | 269
li1 | - | - | 4914
met5 | 0 | 0 | -
met3 | 0.0811 | 3160 | 59
met4 | 0.0455 | 892 | 0
met1 | 0.425 | 17800 | 4906
-- final cells by class --
cell class | count | area (µm²) | share of cell area
clock inverters | 9 | 98.8 | 0.00573
clock buffers | 49 | 986 | 0.0572
multi-input cells | 808 | 5740 | 0.333
repair buffers | 39 | 330 | 0.0192
well taps | 396 | 495 | 0.0287
inverters | 10 | 37.5 | 0.00218
flip-flops and latches | 532 | 9560 | 0.554
-- through the flow --
| stage | hold slack [ps] | setup slack, ps | instance area [µm²] | total power (µW) |
|---|---|---|---|---|
| floorplan | 571 | 13570 | 15800 | 648 |
| global placement | 621 | 12720 | 16200 | 648 |
| global route | 696 | 12100 | 17200 | 1360 |
| finish | 637 | 12140 | 17200 | 1310 |
| CTS | 645 | 12120 | 17200 | 1320 |
| detailed placement | 624 | 12720 | 16200 | 648 |
-- sequential cells by signal, indices dropped and copies added (netlist names) --
name / count
numberArray: 256
primeNumber: 9
nextNumberArray: 256
loop: 1
index: 10
-- power groups by stage --
stage / combinational (µW) / sequential [µW] / clock (µW)
after CTS: 0.00173 / 634 / 691
after global routing: 0.00173 / 634 / 722
final: 0.00173 / 634 / 680
-- cell families (layout without fill, tap and decap cells) --
group           Yosys count  after routing  share of synthesized area
mux                      84             84                     0.0967
simple gates            367            367                      0.133
flops                   276            276                      0.361
fa+ha+maj                12             12                    0.00996
xor+xnor                 14             14                    0.00775
latches                 256            256                      0.243
compound gates          331            331                      0.114
buf+inv                 126            107                     0.0344
-- how the worst min path moves through the flow --
stage | start | endpoint | slack (ps) | depth (start not counted)
4_1_cts | primeNumber[8] | primeNumber[8] | 640 | 1
5_1_grt | primeNumber[8] | primeNumber[8] | 700 | 1
6_report | primeNumber[8] | primeNumber[8] | 640 | 1
Power is estimated from default activity; no workload was simulated.
