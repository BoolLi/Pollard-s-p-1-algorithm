==> design/flow/design.v <==
`timescale 1ns / 1ps
module BinaryExponentiation( input clk, input [8:0] base, input [7:0] exponent, input reset,
		output reg [99:0] result, output reg isDone
    );
	reg [99:0] nextResult;
	reg nextIsDone;
	reg [3:0] nextIndex;
	reg [3:0] index;
	reg nextStart;
	reg start;
	initial begin
		nextResult = 0;
		result = 0;
		nextIsDone = 0;
		isDone = 0;
		index = 7;
		nextIndex = 7;
		nextStart = 0;
		start = 0;
	end
	always @ (posedge clk) begin
			result <= nextResult;
			isDone <= nextIsDone;
			index <= nextIndex;
			start <= nextStart;
	end
	always @ (*) begin
		if (result == 0) begin
			nextResult = base;
			nextIsDone = 0;
		end
		else begin
			if (isDone == 1) begin
				if (reset == 1) begin
					nextIsDone = 0;
					nextResult = 0;
					nextIndex = 7;
					nextStart = 0;
				end
				else begin
					nextIsDone = 1;
					nextResult = result;
					nextIndex = index;
					nextStart = start;
				end
			end
			else begin
				nextIndex = index > 0 ? index - 1 : index;
				nextIsDone = 0;
				nextStart = start;
				if (exponent[index] == 1 & start == 0) begin
					nextStart = 1;
					nextResult = result;
				end
				if (start == 1) begin
					if (exponent[index] == 0) begin
						nextResult = result * result;
					end
					else begin
						nextResult = result * result * base;
					end
					if (index == 0) begin
						nextIsDone = 1;
					end
				end
			end
		end
	end
endmodule
==> design/flow/run.sh <==
#!/bin/bash
# OpenROAD 26Q1-2900-gdf79404cd8, Yosys 0.63+post, stock flow scripts
make -C /OpenROAD-flow-scripts/flow DESIGN_CONFIG=/design/flow/config.mk WORK_HOME=/design/flow/orfs finish
==> design/flow/config.mk <==
export PLATFORM = sky130hd
export DESIGN_NAME = BinaryExponentiation
export DESIGN_NICKNAME = BinaryExponentiation
export VERILOG_FILES = /design/flow/design.v
export SDC_FILE = /design/flow/constraint.sdc
export NUM_CORES = 4
export LEC_CHECK = 1
export CORE_UTILIZATION = 30
==> design/flow/constraint.sdc <==
current_design BinaryExponentiation

set clk_period 10.0
set clk_io_pct 0.2

create_clock -name clk0 -period $clk_period [get_ports {clk}]

set non_clock_inputs [all_inputs -no_clocks]
set_input_delay [expr $clk_period * $clk_io_pct] -clock clk0 $non_clock_inputs
set_output_delay [expr $clk_period * $clk_io_pct] -clock clk0 [all_outputs]
==> run summary <==
Synthesis and PnR results.

- The type of the most critical hold path reads flop to flop.
- The DRC marker count from the first detailed-route iteration reads roughly 4,800.
- The sequential cell area in the final layout is 3892 um^2.
- The tally of unique sky130hd cells used after synthesis reads 87.
- The final report gives the core utilization as 32.04%.
- The count of endpoints without a timing constraint reads between 200 and 250.
- Per the hold report, the tightest min-delay path originates at index[3].
- The CTS clock-pin slew for the worst setup and hold paths is 0.12 ns.
- After clock tree synthesis, the setup repair step added 0 buffers.
- The mean instance size in the synthesized netlist is 9.344 um^2.
- After filler insertion, the fill cell instance count of the layout stands at approximately 55,000.
- In the final timing run, aggregate negative setup slack is 0 ns.
- The number of cells in the yosys synthesis report reads 17,490.
- The critical path in the final layout is reported with a setup slack of a little under 5 ns.
- Along the worst hold path, the cell count comes to 2.
- The worst clock skew on the final layout is about 0.067 ns.
- After clock tree synthesis, the flow added hold-fix buffers numbering 0.
- The combined area of the multi-input logic cells reads around 140,000 um^2.
- The clock root buffer reads clkbuf_16.
- In this run the layout overhead on the synthesized area is reported as 6.172%.
- The setup-violating endpoint count in the final report reads 0.
- The worst relative slew slack reads -3.060%.
- Measured in cells, the most critical reg-to-reg path has a length of 8.
- For this run, the slowest stage of the critical path takes 1.34 ns.
- The number of warnings in the stage logs is 40.
- The height of the chip reads 740.0 um.
- The reg-to-reg startpoint is result[39].
- The final-report max-slew violation count is 2.
- The async set-reset flop share out of synthesis reads 0%.
- The final reports fail on max-capacitance violations, max-slew violations.
- The final wirelength reads about 540,000 um.
- The cell count after placement is between 20,000 and 25,000.
- The critical path is of the flop to flop type.
- Setup slack on the worst path after placement came out at ~5.2 ns.
- The routability-driven placement congestion ratio reads between 1 and 1.5.
- The global-route wire length before repair reads between 800,000 and 900,000 um.
- The run reported a max-capacitance violation count of 1.
- STA classifies the critical path startpoint as a flop.
- The via count of the first global-routing pass reads between 100k and 150k.
- The maximum clock insertion buffer count is 2.
- The number of endpoints with negative hold slack in the final report reads 0.
- The stat command in Yosys gives a chip area of between 150,000 and 200,000 um^2.
- Yosys mapped a number of flops with a built-in enable equal to 0.
- Before placement the cells fill about 30% of the core.
- The tightest hold margin reads 0.7131 ns.
- The layout cell share with drive strength beyond 1 is ~2.6%.
- According to the dpl log, the detail-placed design has an HPWL of between 400,000 and 500,000 um.
- The average routed wire per standard cell is around 22 um.
- After floorplanning, the core was sized to cover ~540,000 um^2.
- The clock insertion delay at the later pin of the skew report reads around 0.53 ns.
- The portion of synthesized cell area occupied by the leading cell type is around 61%.
- The number of top-level design ports is 120.
- The cell type that accounts for the most area after synthesis is fa_1.
- The highest net fanout along the worst path is 29.
- The number of register pins that no clock reaches is roughly 110.
- The total number of H-tree levels is 3.
- TritonCTS built the clock tree.
- The count of vias placed by the detailed router is between 100k and 150k.
- The remaining number of nets flagged by the antenna check after routing is 0.
- TritonRoute reported its final design rule violation total as 0.
- STA puts the critical path data required time at a little over 10 ns.
- The worst setup path is captured at a flop.
- The number of vias per cell is approximately 4.6.
- The time the worst path needs with I/O delays and setup is about 5.1 ns.
- The slowest stage of the critical path is the nor4_1 cell.
- The capture point of the worst register-to-register path is recorded as isDone.
- For this run the aggregate overflow at the end of global routing stands at 0.
- After technology mapping, the gate count stands at between 15,000 and 20,000.
- The chip width reads approximately 740 um.
- In this build the clock could be raised as far as slightly below 200 MHz.
- The signal on the critical path passes through nor4_1, nand4_1, or4_1, nor3_2, buf_4, nor2_1, nand2_2, o21ai_0.
- The run finished, with violations left.
- The critical path arrival reads roughly 5.5 ns.
- The number of gates given a new drive strength after cts is 0.
- The total of buffers placed on input and output ports reads 119.
- The total clock buffers created by CTS is 9.
- Post-synth the commonest register cell is dfxtp_1.
- Looking at the max-slew report, the worst-margin pin has a slew of approximately 1.5 ns.
- The maximum number of pins on one net before global-route repair is 87.
- The overall fraction of global-route tracks in use reads 21.92%.
- The post-synthesis instance area reads ~160,000 um^2.
- The number of antenna violations at the first check in global routing was 27.
- The post-layout instance count excluding filler cells reads ~24,000.
- The cell row count is 270.
- Setup repair after global routing left no endpoint under its margin.
- The hold-critical path endpoint is isDone.
- For this run, the number of Yosys warnings is 1.
- Once synthesis finished, the tally of register bits stood at 211.
- The main area contributors are fa_1 (61%), inv_1 (13%), ha_1 (5.2%).
- The number of detailed-routing iterations run before antenna repair is 6.
- The final timing summary puts the cycle share of the worst path at 51.50%.
- The worst-case register-to-register setup slack is a little under 5 ns.
- Per the OpenROAD floorplan log, the area of the die is between 500,000 and 600,000 um^2.
-- cell families (layout without fill, tap and decap cells) --
| kind of cell | Yosys count | count (layout) | share of synthesized area (%) |
|---|---|---|---|
| compound gates | 935 | 935 | 3.551 |
| xor+xnor | 303 | 303 | 1.664 |
| fa+ha+maj | 5669 | 5669 | 66.32 |
| buf+inv | 6271 | 5938 | 14.44 |
| flops | 106 | 106 | 1.299 |
| latches | 105 | 105 | 0.9648 |
| mux | 11 | 11 | 0.08423 |
| other cells | 0 | 17 | 0 |
| simple gates | 4087 | 4087 | 11.68 |
-- Yosys cell counts (7+ instances only) --
master    number
inv_1       5507
fa_1        4988
nand2_1     2228
and2_1      1185
clkbuf_1     722
ha_1         681
nor2_1       340
a21oi_1      297
o21ai_0      240
xnor2_1      205
a21o_1       122
dfxtp_1      106
dlxtn_1      100
xor2_1        93
nand4_1       71
nand3_1       47
o21bai_1      47
nor3_1        42
nor2b_1       39
nand2b_1      35
o21a_1        31
nor4_1        30
a31oi_1       25
buf_1         21
o211ai_1      19
a22oi_1       18
and3_1        18
a211oi_1      15
or3_1         14
a21boi_0      13
o31ai_1       13
or2_2         11
a22o_1        10
a221oi_1       8
a41oi_1        7
mux2i_1        7
o41ai_1        7
-- routing by layer --
metal	track usage, %	part of all wire [%]
met2	31.75	44
met3	15.49	17
met5	2.376	0.37
met4	7.641	4.9
met1	25.63	34
-- critical path: cells and delay by family (launching register included) --
| kind | cells | cell delay (ns) |
|---|---|---|
| AND-OR/OR-AND | 1 | 0.22 |
| flip-flops | 1 | 0.61 |
| AND/OR/NAND/NOR | 6 | 3.78 |
| buffers and inverters | 1 | 0.34 |
-- registers in the layout, summed over array words and instances, names as in the netlist --
| name | flops |
|---|---|
| nextStart | 1 |
| isDone | 1 |
| start | 1 |
| result | 100 |
| nextResult | 100 |
| nextIndex | 4 |
| index | 4 |
-- area by class of cell --
type	count	area share (%)
clock buffers	9	0.1298
inverters	5516	11.93
flip-flops and latches	211	2.244
well taps	7208	5.198
clock inverters	7	0.03678
multi-input cells	11010	78.52
diodes	17	0.02452
repair buffers	406	1.914
-- placed cells by master, fill, tap and decap left out, types with 47 or more instances in the layout --
cell / instances
inv_1: 5505
fa_1: 4988
nand2_1: 2227
and2_1: 1185
ha_1: 681
nor2_1: 340
a21oi_1: 296
buf_4: 289
o21ai_0: 237
xnor2_1: 204
a21o_1: 122
clkdlybuf4s50_1: 110
dlxtn_1: 100
xor2_1: 88
nand4_1: 71
nand3_1: 47
o21bai_1: 47
-- worst max path at each step --
stage	slack, ns	startpoint	to
CTS	5.18	result[39]	isDone
global route	4.97	result[39]	isDone
finish	4.85	result[39]	isDone
-- per-stage QoR --
step / cell area [um^2]
detailed placement: 173200
global route: 173400
floorplan: 163400
global placement: 173100
finish: 173500
CTS: 173400
