### flow/design.v
`timescale 1ns / 1ps
module GCD(input [31:0] a, input [31:0] b, input reset, input clk, output reg [31:0] gcd, output reg isDone
    );
	reg [31:0] nextInputA;
	reg [31:0] nextInputB;
	reg [31:0] inputA;
	reg [31:0] inputB;
	reg [31:0] nextExponent;
	reg [31:0] exponent;
	reg [31:0] nextGcd;
	reg nextIsDone;
	initial begin
		nextInputA = 0;
		nextInputB = 0;
		inputA = 0;
		inputB = 0;
		nextExponent = 0;
		exponent = 0;
		nextIsDone = 0;
		isDone = 0;
		nextGcd = 0;
		gcd = 0;
	end
	always @(posedge clk) begin
		inputA <= nextInputA;
		inputB <= nextInputB;
		exponent <= nextExponent;
		isDone <= nextIsDone;
		gcd <= nextGcd;
	end
	always @(*) begin
		nextInputA = inputA;
		nextInputB = inputB;
		nextIsDone = isDone;
		nextExponent = exponent;
		nextGcd = gcd;
		if (reset == 1) begin
			nextInputA = 0;
			nextInputB = 0;
			nextExponent = 0;
			nextIsDone = 0;
		end
		else begin
			if (inputA == 0) begin
				nextInputA = a;
				nextInputB = b;
			end
			else begin
				if ((inputA == inputB) & isDone == 0 & inputA > 0) begin
					nextGcd = inputA << exponent;
					nextIsDone = 1;
				end
				else begin
					if ((inputA[0] == 0) & (inputB [0] == 0)) begin
						nextExponent = exponent + 1;
						nextInputA = inputA >> 1;
						nextInputB = inputB >> 1;
					end
					else begin
						nextExponent = exponent;
						if (inputA[0] == 0) begin
							nextInputA = inputA >> 1;
						end
						else begin
							if (inputB[0] ==  0) begin
								nextInputB = inputB >> 1;
							end
							else begin
								if (inputA > inputB) begin
									nextInputA = (inputA - inputB) >> 1;
								end
								else begin
									nextInputB = (inputB - inputA) >> 1;
								end
							end
						end
					end
				end
			end
		end
	end
endmodule
### flow/run.sh
#!/bin/bash
# OpenROAD 26Q1-2900-gdf79404cd8, Yosys 0.63+post, stock flow scripts
make -C /OpenROAD-flow-scripts/flow DESIGN_CONFIG=/design/flow/config.mk WORK_HOME=/design/flow/orfs finish
### flow/config.mk
export PLATFORM = sky130hd
export DESIGN_NAME = GCD
export DESIGN_NICKNAME = GCD
export VERILOG_FILES = /design/flow/design.v
export SDC_FILE = /design/flow/constraint.sdc
export NUM_CORES = 4
export LEC_CHECK = 1
export CORE_UTILIZATION = 40
### flow/constraint.sdc
current_design GCD

set clk_period 13.5
set clk_io_pct 0.2

create_clock -name clk0 -period $clk_period [get_ports {clk}]

set non_clock_inputs [all_inputs -no_clocks]
set_input_delay [expr $clk_period * $clk_io_pct] -clock clk0 $non_clock_inputs
set_output_delay [expr $clk_period * $clk_io_pct] -clock clk0 [all_outputs]
==> impl_metrics.csv <==
group,metric,value,unit
run_status,status,"finished clean",
run,max_cap_viol_count,0,
floorplan,ioPinCount,99,
worst_setup_path,cp_max_fo,6,
final_timing,slew_viol_final,0,
min_path,min_path_type,"flop to flop",
route,finalWirelength,36700,um
worst_setup_path,rrSetupSlack,9.51,ns
yosys,ys_top_logic_family,"AND-OR/OR-AND gates",
yosys,ys_warn_count,1,
clocking,cts_resized,0,
floorplan,die_w,171,um
place,dp_slack,9.29,ns
final_timing,whs,0.501,ns
worst_setup_path,cpMaxStageDelayCell,"clkdlybuf4s50_1",
route,viasPerCell,5.80,
final_timing,setup_ws,9.34,ns
floorplan,core.rowCount,61,
power_and_ir_drop,p_switching,2.14,mW
yosys,ys_sh_aoi,0.274,
power_and_ir_drop,p_sw_frac,0.533,
power_and_ir_drop,internal_power,1.87,mW
final_timing,fin_tns_setup,0,ns
final_timing,skew,0.0149,ns
clocking,cts_tree,"yes",
power_and_ir_drop,ir_drop,0.000108,V
yosys,ys_cells,1429,
worst_setup_path,critPathTopFamily,"buffers and inverters",
grt,grt_pass1_wl,57800,um
worst_setup_path,cp_num_buf_inv,1,
worst_setup_path,start_kind,"flop",
grt,antenna_found_initial,0,
finish,areaGrowthSynthToFinish,14.9,%
clocking,clockBufferDepth,2,
final_timing,max_freq,0.240,GHz
power_and_ir_drop,pwr-share-seq,0.150,
yosys,edf_count,32,
yosys,syn_area,11400,um^2
power_and_ir_drop,p_per_area,307,nW/um^2
clocking,hold_buffers,0,
worst_setup_path,cp-end-kind,"output pin",
power_and_ir_drop,leakage,5.03,nW
yosys,adder_share,0.0750,
final_timing,rsz0062_at_grt,"false",
worst_setup_path,worst-endpoint-required,10.80,ns
route,diodes,0,
route,vias,10700,
clocking,numCtsBuffers,17,
yosys,synthXorXnorAreaFrac,0.0593,
final_timing,worstMarginPinSlew,0.888,ns
route,routedWlPerCell,19.8,um
floorplan,chip_area,29100,um^2
clocking,clk_latency,0.43,ns
place,gp_congestion,0.982,
yosys,netlist_instances,1429,
place,port_buffers,98,
grt,grt_usage,0.262,
power_and_ir_drop,p_comb_frac,0.734,
final_timing,period_needed,4.16,ns
final_timing,final-setup-viol-count,0,
power_and_ir_drop,pwr-share-clk,0.116,
finish,drive_gt1_frac,0.0782,
yosys,ys_types,91,
yosys,synthSimpleGateAreaFrac,0.212,
clocking,htree_levels,4,
floorplan,die_h,171,um
yosys,synthMuxAreaShare,0.0555,
yosys,syn_avg_cell_area,7.96,um^2
clocking,clock-sinks,129,
grt,globalRoute.totalOverflow,0,
final_timing,hold_violations,0,
floorplan,floorplan.core_util,0.409,
final_timing,period_used_share,0.308,
yosys,ys_seq_share,0.255,
worst_setup_path,cp_cell_sequence,"clkdlybuf4s50_1",
worst_setup_path,cpPeakStageDelay,0.54,ns
place,dpl.hpwl,27800,um
route,drt_iter0_markers,1002,
floorplan,core,27900,um^2
route,antenna_left,0,
route,drc,0,
clocking,post-cts-setup-buffer-count,0,
route,drt-pass1-iter-count,7,
worst_setup_path,path_class,"flop to output pin",
finish,lay_top_count,"nor2_1",
clocking,clk_pin_slew,0.07,ns
grt,grt_pass1_vias,10100,
yosys,ys.flop_type,"dfxtp_1",
yosys,ys_area,11400,um^2
worst_setup_path,crit_arrival,1.46,ns
clocking,cts_root_buf,"clkbuf_16",
run,warnings,57,
finish,post-route-util,0.469,
yosys,async_flop_share,0,
final_timing,slew_headroom,0.405,
finish,final_cell_mix,"165 x nor2_1, 107 x nand2_1, 99 x a21oi_1, 97 x clkdlybuf4s50_1, 96 x dfxtp_1",
yosys,ys_ff,129,
grt,grt_max_degree,68,
-- cell type report --
type                    instances  area [um^2]
clock inverters                13          113
repair buffers                114         1100
clock buffers                  19          475
multi-input cells            1116         7710
inverters                      80          300
flip-flops and latches        129         2900
well taps                     378          473
fillers                      2703        14800
-- registers in the layout (all words and copies together), names as in the netlist --
name and flops:
exponent 32, gcd 32, inputA 32, inputB 32, isDone 1
-- final timing paths --
path	to	start	cells after the start
min reg2reg	exponent[11]$_SDFFE_PP0P_	exponent[11]$_SDFFE_PP0P_	2
min	exponent[11]$_SDFFE_PP0P_	exponent[11]$_SDFFE_PP0P_	2
max	isDone	isDone$_SDFFE_PP0P_	1
max reg2reg	inputA[26]$_SDFFE_PP0P_	inputA[0]$_SDFFE_PP0N_	13
-- logic make-up after synthesis --
family / after synthesis
muxes: 55
buffers and inverters: 184
adders and majority gates: 67
AOI/OAI and AO/OA: 431
DFF: 129
and+or+nand+nor: 486
xor gates and xnor gates: 77
-- per-stage QoR --
| stage | power (mW) | cell area [um^2] | cells |
|---|---|---|---|
| after detailed placement | 3.49 | 12500 | 1817 |
| after floorplan | 2.77 | 11400 | 1429 |
| after global placement | 3.51 | 12500 | 1817 |
| final | 4.01 | 13100 | 1849 |
| after CTS | 3.98 | 13100 | 1849 |
| after global routing | 4.30 | 13100 | 1849 |
-- cell usage after synthesis, drive strengths merged (14+ instances only) --
cell type,number,area [um^2]
ha,65,813
o31ai,20,160
nand3,34,170
o21ai,69,353
xnor2,45,394
clkbuf,51,191
nand4,24,171
o21a,14,105
a222oi,23,230
nor2,170,663
edfxtp,32,961
a21oi,102,537
o221ai,16,140
buf,53,299
a211oi,45,348
nand2,107,402
and2,16,101
xor2,32,280
inv,78,293
nor3,40,233
nor4,19,131
dfxtp,97,1940
nor2b,17,121
o21bai,15,113
mux2i,44,440
a21o,21,158
-- power by group through the flow --
| stage | logic, mW | registers [mW] | clock network [mW] |
|---|---|---|---|
| finish | 2.94 | 0.600 | 0.467 |
| CTS | 2.91 | 0.596 | 0.475 |
| global route | 3.20 | 0.610 | 0.492 |
-- per-layer routing --
metal	share of wire	up-vias	wire [um]	GRT usage
met2	0.45	330	16700	0.414
met5	0	-	0	0
li1	-	5322	-	-
met1	0.47	5027	17100	0.393
met4	0.026	0	949	0.0607
met3	0.052	51	1900	0.0266
Power and IR drop assume default switching activity.
